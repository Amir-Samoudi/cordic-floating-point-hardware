$ cat flow/constraint.sdc
current_design reciprocal_float

set clk_period 15.7
set clk_io_pct 0.2

create_clock -name clk0 -period $clk_period [get_ports {clk}]

set non_clock_inputs [all_inputs -no_clocks]
set_input_delay [expr $clk_period * $clk_io_pct] -clock clk0 $non_clock_inputs
set_output_delay [expr $clk_period * $clk_io_pct] -clock clk0 [all_outputs]
$ cat flow/run.sh
#!/bin/bash
# OpenROAD 26Q1-2900-gdf79404cd8, Yosys 0.63+post, stock flow scripts
make -C /OpenROAD-flow-scripts/flow DESIGN_CONFIG=/design/flow/config.mk WORK_HOME=/design/flow/orfs finish
$ cat flow/design.v
module adder #(
    parameter BIT_LENGTH = 32
) (
    input signed [BIT_LENGTH - 1 : 0] in1, in2,
    input mode,  
    output signed [BIT_LENGTH - 1 : 0] out
);
    assign out = (mode == 1) ? (in1 + in2) : (in1 - in2);
endmodule
module cordic_linear #(
    parameter FLOAT_SIZE = 24,
    parameter INT_SIZE = 8
) (
    input clk, rst,
    input start,
    input signed [INT_SIZE + FLOAT_SIZE - 1:0] x, y, z,
    input mode,
    output signed [INT_SIZE + FLOAT_SIZE - 1:0] x_out, y_out, z_out,
    output done
);
    wire loadX, loadY, loadZ, loadMode;
    wire sel_input, adder_mode;
    wire init_cnt, en_cnt;
    wire co, phi;
    cordic_linear_DP #(.FLOAT_SIZE(FLOAT_SIZE), .INT_SIZE(INT_SIZE)) DP (
        .clk(clk),
        .rst(rst),
        .x(x),
        .y(y),
        .z(z),
        .mode(mode),
        .loadX(loadX),
        .loadY(loadY),
        .loadZ(loadZ),
        .loadMode(loadMode),
        .sel_input(sel_input),
        .adder_mode(adder_mode),
        .init_cnt(init_cnt),
        .en_cnt(en_cnt),
        .x_out(x_out),
        .y_out(y_out),
        .z_out(z_out),
        .co(co),
        .phi(phi)
    );
    cordic_linear_CU CU (
        .clk(clk),
        .rst(rst),
        .start(start),
        .co(co),
        .phi(phi),
        .loadX(loadX),
        .loadY(loadY),
        .loadZ(loadZ),
        .loadMode(loadMode),
        .sel_input(sel_input),
        .adder_mode(adder_mode),
        .init_cnt(init_cnt),
        .en_cnt(en_cnt),
        .done(done)
    );
endmodule
module cordic_linear_CU (
    input clk, rst,
    input start,
    input co, phi,
    output reg loadX, loadY, loadZ,loadMode,
    output reg sel_input, adder_mode,
    output reg init_cnt, en_cnt,
    output reg done
);
    parameter [1:0] IDLE = 0, INIT = 1, CALC = 2, DONE = 3;
    reg [1:0] ps, ns;
    always @(ps, start, co) begin
        case (ps)
            IDLE: ns = (start == 1) ? INIT : IDLE;
            INIT: ns = (start == 1 ) ? INIT : CALC;
            CALC: ns = (co == 1) ? DONE : CALC;
            DONE: ns = IDLE;
            default: ns = IDLE;
        endcase
    end
    always @(ps, phi) begin
        loadX = 0;
        loadY = 0;
        loadZ = 0;
        loadMode = 0;
        sel_input = 0;
        adder_mode = 0;
        init_cnt = 0;
        en_cnt = 0;
        done = 0;
        case (ps)
            IDLE: ;
            INIT: begin
                init_cnt = 1;
                loadX = 1;
                loadY = 1;
                loadZ = 1;
                loadMode = 1;
                sel_input = 1;
            end
            CALC: begin
                adder_mode = phi;
                en_cnt = 1;
                sel_input = 0;
                loadY = 1;
                loadZ = 1;
            end 
            DONE: done = 1;
            default: ;
        endcase
    end
    always @(posedge clk or posedge rst) begin
        if (rst == 1)
            ps <= IDLE;
        else 
            ps <= ns;
    end
endmodule
module cordic_linear_DP #(
    parameter FLOAT_SIZE = 24,
    parameter INT_SIZE = 8
) (
    input clk, rst,
    input signed [INT_SIZE + FLOAT_SIZE - 1:0] x, y, z,
    input mode,
    input loadX, loadY, loadZ,loadMode,
    input sel_input, adder_mode,
    input init_cnt, en_cnt,
    output signed [INT_SIZE + FLOAT_SIZE - 1:0] x_out, y_out, z_out,
    output co, phi
);
    wire signed [INT_SIZE + FLOAT_SIZE - 1:0] y_in, z_in;
    wire signed [INT_SIZE + FLOAT_SIZE - 1:0] out_adder_y, out_adder_z;
    assign y_in = (sel_input == 1) ? y : out_adder_y; 
    assign z_in = (sel_input == 1) ? z : out_adder_z; 
    register_param #(.BIT_LENGTH(INT_SIZE + FLOAT_SIZE)) X_Reg(
        .clk(clk),
        .rst(rst),
        .load(loadX),
        .parIn(x),
        .parOut(x_out)
    );
    register_param #(.BIT_LENGTH(INT_SIZE + FLOAT_SIZE)) Y_Reg(
        .clk(clk),
        .rst(rst),
        .load(loadY),
        .parIn(y_in),
        .parOut(y_out)
    );
    register_param #(.BIT_LENGTH(INT_SIZE + FLOAT_SIZE)) Z_Reg(
        .clk(clk),
        .rst(rst),
        .load(loadZ),
        .parIn(z_in),
        .parOut(z_out)
    );
    wire mode_val;
    register_param #(.BIT_LENGTH(1)) M_Reg(
        .clk(clk),
        .rst(rst),
        .load(loadMode),
        .parIn(mode),
        .parOut(mode_val)
    );
    wire [$clog2(FLOAT_SIZE) : 0] iter;
    upCounterRE #(.BIT_LENGTH($clog2(FLOAT_SIZE) + 1)) Iter_Count(
        .clk(clk),
        .rst(rst),
        .init_cnt(init_cnt),
        .en_cnt(en_cnt),
        .count(iter)
    );
    assign co = (iter == (FLOAT_SIZE)) ? 1'b1 : 1'b0;
    wire signed [INT_SIZE + FLOAT_SIZE - 1:0] x_shift, one, one_shift;
    assign x_shift = x >>> iter;
    assign one = { {(INT_SIZE-1){1'b0}}, 1'b1, {(FLOAT_SIZE){1'b0}} }; 
    assign one_shift = one >>> iter;
    adder #(.BIT_LENGTH(INT_SIZE + FLOAT_SIZE)) Y_Adder(
        .in1(y_out),
        .in2(x_shift),
        .mode(adder_mode),
        .out(out_adder_y)
    );
    adder #(.BIT_LENGTH(INT_SIZE + FLOAT_SIZE)) Z_Adder(
        .in1(z_out),
        .in2(one_shift),
        .mode(~adder_mode),
        .out(out_adder_z)
    );
    wire phi_rotate, phi_vector; 
    assign phi_rotate = (z_out[INT_SIZE + FLOAT_SIZE - 1] == 1) ? 1'b0 : 1'b1;
    assign phi_vector = (y_out[INT_SIZE + FLOAT_SIZE - 1] == 1) ? 1'b1 : 1'b0;
    assign phi = (mode_val == 1) ? phi_vector : phi_rotate;
endmodule
module register_param #(
    parameter BIT_LENGTH = 2048
) (
    input clk, rst,
    input load,
    input [BIT_LENGTH - 1 : 0] parIn,
    output reg [BIT_LENGTH - 1 : 0] parOut
);
    always@(posedge clk, posedge rst) begin
        if (rst == 1)
            parOut <= 0;
        else begin
            if (load == 1)
                parOut <= parIn;
        end
    end
endmodule
module upCounterRE #(
    parameter BIT_LENGTH = 16
) (
    input clk, rst,
    input init_cnt, en_cnt,
    output reg [BIT_LENGTH - 1 : 0] count
);
    always @(posedge clk, posedge rst) begin
        if (rst == 1)
            count <= 0;
        else begin
            if (init_cnt == 1)
                count <= 0;
            else if (en_cnt == 1)
                count <= count + 1;
        end
    end
endmodule
module reciprocal_float(
    input clk, rst,
    input start,
    input [31:0] x,
    output [31:0] out,
    output done, zero_flag
);
    wire loadE, loadM, loadS;
    wire selE, start_cordic;
    wire done_cordic, zero_input;
    reciprocal_float_DP DP (
        .clk(clk),
        .rst(rst),
        .x(x),
        .loadE(loadE),
        .loadM(loadM),
        .loadS(loadS),
        .selE(selE),
        .start_cordic(start_cordic),
        .out(out),
        .done_cordic(done_cordic),
        .zero_flag(zero_input)
    );
    reciprocal_float_CU CU (
        .clk(clk),
        .rst(rst),
        .start(start),
        .done_cordic(done_cordic),
        .zero_input(zero_input),
        .loadE(loadE),
        .loadM(loadM),
        .loadS(loadS),
        .selE(selE),
        .start_cordic(start_cordic),
        .done(done),
        .zero_flag(zero_flag)
    );
endmodule
module reciprocal_float_CU (
    input clk, rst,
    input start,
    input done_cordic, zero_input,
    output reg loadE, loadM, loadS,
    output reg selE, start_cordic,
    output reg done, zero_flag
);
    parameter [2:0] IDLE = 0, INIT = 1, EXP = 2, CALC = 3, ZERO = 4;
    reg [2:0] ps, ns;
    always @(ps, start, zero_input, done_cordic) begin
        case (ps)
            IDLE: ns = (start == 1) ? INIT : IDLE;
            INIT: ns = (start == 1) ? INIT : EXP;
            EXP: ns = (zero_input == 1) ? ZERO : CALC;
            CALC: ns = (done_cordic == 1) ? IDLE : CALC;
            ZERO: ns = IDLE; 
            default: ns = IDLE;
        endcase
    end
    always @(ps, done_cordic) begin
        loadE = 0;
        loadM = 0;
        loadS = 0;
        selE = 0;
        start_cordic = 0;
        done = 0;
        zero_flag = 0;
        case (ps)
            IDLE: ;
            INIT: begin
                selE = 1;
                loadE = 1;
                loadM = 1;
                loadS = 1;
            end 
            EXP: begin
                loadE = 1;
                start_cordic = 1;
            end
            CALC: done = done_cordic;
            ZERO: begin
                done = 1;
                zero_flag = 1;
            end
            default: ;
        endcase
    end
    always @(posedge clk or posedge rst) begin
        if (rst == 1)
            ps <= IDLE;
        else 
            ps <= ns;
    end
endmodule
module reciprocal_float_DP (
    input clk, rst,
    input [31:0] x,
    input loadE, loadM, loadS,
    input selE, start_cordic,
    output [31:0] out,
    output done_cordic, zero_flag
);
    wire [7:0] E_val, E_in;
    wire [7:0] out_sub, E_reg_in;
    assign E_in = x[30:23];
    register_param #(.BIT_LENGTH(8)) E_Reg(
        .clk(clk),
        .rst(rst),
        .load(loadE),
        .parIn(E_reg_in),
        .parOut(E_val)
    );
    wire [22:0] M_val, M_in;
    assign M_in = x[22:0];
    register_param #(.BIT_LENGTH(23)) M_Reg(
        .clk(clk),
        .rst(rst),
        .load(loadM),
        .parIn(M_in),
        .parOut(M_val)
    );
    wire S_val, S_in;
    assign S_in = x[31];
    register_param #(.BIT_LENGTH(1)) S_Reg(
        .clk(clk),
        .rst(rst),
        .load(loadS),
        .parIn(S_in),
        .parOut(S_val)
    );
    assign E_reg_in = (selE == 1) ? E_in : out_sub;
    wire frac_zero;
    assign frac_zero = ~(|M_val);
    wire cin;
    assign cin = (frac_zero == 1) ? 1'b1 : 1'b0;
    assign out_sub = $unsigned(8'd253) - $unsigned(E_val) + cin;
    localparam FLOAT_SIZE = 24;
    localparam INT_SIZE = 2;
    wire signed [INT_SIZE + FLOAT_SIZE - 1:0] x_in, z, y;
    assign y = { {(INT_SIZE-1){1'b0}}, 1'b1, {(FLOAT_SIZE){1'b0}} };  
    assign z = {(INT_SIZE + FLOAT_SIZE){1'b0}};  
    assign x_in = { 2'b01, M_val, 1'b0};
    wire mode;
    assign mode = 1'b1;  
    wire signed [INT_SIZE + FLOAT_SIZE - 1:0] x_out, y_out, z_out;
    cordic_linear #(.FLOAT_SIZE(FLOAT_SIZE), .INT_SIZE(INT_SIZE)) Cordic_core(
        .clk(clk),
        .rst(rst),
        .start(start_cordic),
        .x(x_in),
        .y(y),
        .z(z),
        .mode(mode),
        .x_out(x_out),
        .y_out(y_out),
        .z_out(z_out),
        .done(done_cordic)
    );
    assign out = {S_val, E_val, z_out[22:0] };
    wire exp_zero;
    assign exp_zero = ~(|E_val);
    assign zero_flag = exp_zero && frac_zero;
endmodule
$ cat flow/config.mk
export PLATFORM = sky130hd
export DESIGN_NAME = reciprocal_float
export DESIGN_NICKNAME = reciprocal_float
export VERILOG_FILES = /design/flow/design.v
export SDC_FILE = /design/flow/constraint.sdc
export NUM_CORES = 4
export LEC_CHECK = 1
export CORE_UTILIZATION = 40
==> flow_metrics.tcl <==
# collected from the flow reports
set metrics [dict create \
    dr_total_vias 7851 \
    crit_start "DP.Cordic_core.DP.Iter_Count.count[0]" \
    path_depth 22 \
    rsz0062_at_grt "no" \
    avgViaCountPerCell 5.769 \
    grt_max_degree 57 \
    finalHoldViolCount 0 \
    area_leaders "dfrtp_1 27%, ha_1 8.6%, o21ai_0 5.4%, nand2_1 5.3%, mux2_2 5.0%" \
    r2r_cells 22 \
    tns_ns 0 \
    slew_headroom 0.3278 \
    cap_violations 0 \
    critical-path-top-delay-family "AND-OR/OR-AND gates" \
    io-pin-count 69 \
    crit_top_cell "ha_1" \
    antennaDiodeCount 0 \
    p_leak_uw 0.004266 \
    drt_first_pass_iters 5 \
    clockBufferDepth 2 \
    crit_path_top_delay_cell "or4_1" \
    antenna_found_initial 0 \
    drt-initial-drc-count 650 \
    ys_chip_area_um2 9155 \
    fill_cells 2145 \
    critical_path.endpoint_type "flop" \
    syn_area_um2 9155 \
    path_max_fanout 29 \
    worstMarginPinSlew_ns 1.001 \
    grt.total_usage 0.2014 \
    yosys_warnings 7 \
    grt_pass1_vias 7309 \
    holdWs_ns 0.4718 \
    fp-utilization 0.4131 \
    cts_root_buf "clkbuf_16" \
    max_freq_mhz 161.9 \
    powerDensity_nw_per_um2 64.56 \
    design.core.area_um2 22160 \
    worst_hold_startpoint "DP.Cordic_core.DP.Y_Reg.parOut[0]" \
    cts_sinks 100 \
    ys_cells 1066 \
    cp_data_required_time_ns 15.94 \
    ctsResizeCount 0 \
    ys.flops 100 \
    cts_buffers 9 \
    yosysMostFrequentCell "nand2_1" \
    synthArstFlopShare 1.000 \
    dp_hpwl_um 16570 \
    grt_pass1_wl_um 37670 \
    synth_cells 1066 \
    synthToLayoutAreaGrowth_pct 11.06 \
    enable_flop_cells 0 \
    drt-total-wl_um 22530 \
    post_cts_buffers 0 \
    final_max_slew_viol_count 0 \
    die-width_um 153.3 \
    drc 0 \
    hold_path.class "reg -> reg" \
    cts_hold_buf 0 \
    cp-start-kind "flop" \
    outcome "finished clean" \
    wl_per_cell_um 16.56 \
    die_area_um2 23500 \
    netlist.area_leader.share 0.2679 \
    die_h_um 153.3 \
    path_cells "buf_4 -> inv_1 -> ha_1 -> and3b_1 -> a31oi_1 -> a211o_1 -> o211a_1 -> ha_1 -> nand2_1 -> or4_1 -> o41ai_1 -> xnor2_1 -> ha_1 -> a21o_1 -> a22o_1 -> o41ai_1 -> o21ai_0 -> a21oi_1 -> o31ai_1 -> and4_1 -> a2111oi_2 -> nand3_1" \
    tool_warnings 32 \
    clk_latency_ns 0.36 \
    grt_overflow_total 0 \
    fin_crit_sh 0.3933 \
    gp_congestion 0.9140 \
    cpPeakStageDelay_ns 0.65 \
    cts_tree "done" \
    path_clk_slew_ns 0.08 \
    stdcell_area_um2 10170 \
    fin_skew_ns 0.01035 \
    ant_nets 0 \
    total_power_uw 656.4 \
    yosys.area.top_type "dfrtp_1" \
    synth.cells.most_frequent "130 x nand2_1, 99 x o21ai_0, 98 x dfrtp_1" \
    finalSetupViolations 0 \
    flop_cell "dfrtp_1" \
    post_dp_cell_area_um2 9862 \
    portBuffers 68 \
    synth_seq_share 0.2736 \
    period_needed_ns 6.175 \
    min_path_cells 2 \
    row_count 54 \
    crit_type "reg -> reg" \
    drive_above_1_share 0.09991 \
    h-tree-depth 3 \
    avgSynthCellArea_um2 8.588 \
    timing.critical_path.buf_inv 2 \
    critPathArrivalTime_ns 6.41 \
    rr_startpoint "DP.Cordic_core.DP.Iter_Count.count[0]" \
    synth_cell_types 78 \
    ir_drop_mv 0.06163 \
]
kinds of logic (layout without fill, tap and decap cells):
family | after synthesis | count (layout) | share of synthesized area
buf+inv | 113 | 128 | 0.06013
fa+ha+maj | 65 | 65 | 0.09047
mux | 75 | 75 | 0.1197
simple gates | 324 | 324 | 0.1671
xor+xnor | 70 | 70 | 0.06697
flops | 100 | 100 | 0.2736
compound gates | 319 | 319 | 0.2220
worst min-delay path, stage by stage (launching register included):
cell and delay, ns:
dfrtp_1 0.34, nand2_1 0.05, nand2_1 0.05
state kept, by name, indices dropped and copies added (netlist names):
signal,count
DP.Cordic_core.DP.Iter_Count.count,6
DP.Cordic_core.DP.Y_Reg.parOut,26
DP.Cordic_core.DP.Z_Reg.parOut,26
DP.M_Reg.parOut,23
CU.ps,5
DP.Cordic_core.DP.M_Reg.parOut,1
DP.E_Reg.parOut,8
DP.S_Reg.parOut,1
DP.Cordic_core.CU.ps,4
placed cells by master, fill, tap and decap left out, types with 10 or more instances in the layout:
cell	synthesis	layout
xor2_1	30	30
mux4_2	19	19
ha_1	63	63
o31ai_1	12	12
nand3_1	18	18
or3_1	10	10
o21ai_0	99	99
a21o_1	20	20
and3_1	10	10
inv_1	30	29
nor2_1	71	71
clkdlybuf4s50_1	0	68
nand2_1	130	130
nor3_1	19	18
buf_4	25	13
a21oi_1	76	76
nor2b_1	12	12
a22o_1	10	10
dfrtp_1	98	98
mux2_2	41	41
a31oi_1	11	11
xnor2_1	40	40
through the flow:
step                      setup WS (ns)  instances  utilization
after floorplan                   9.945       1066            -
after global placement            9.683       1345       0.4450
after detailed placement          9.547       1345       0.4450
after CTS                         9.536       1361       0.4588
after global routing              8.927       1361       0.4588
final                             9.525       1361       0.4588
final timing paths:
kind                                                         end  slack, ns
setup / recovery              DP.Cordic_core.DP.Y_Reg.parOut[25]       9.53
min in group asynchronous  DP.Cordic_core.DP.Iter_Count.count[3]       3.19
setup reg to reg              DP.Cordic_core.DP.Y_Reg.parOut[25]       9.53
hold reg to reg                DP.Cordic_core.DP.Y_Reg.parOut[0]       0.47
hold / removal                 DP.Cordic_core.DP.Y_Reg.parOut[0]       0.47
max in group asynchronous      DP.Cordic_core.DP.Y_Reg.parOut[5]      11.37
layout make-up:
class	instances	area, um^2	share of cell area
Clock buffer	10	229.0	0.02252
Clock inverter	6	76.32	0.007507
Inverter	31	118.9	0.01169
Multi-Input combinational cell	853	6110	0.6009
Sequential cell	100	2505	0.2464
Tap cell	280	350.3	0.03446
Timing Repair Buffer	81	778.2	0.07654
layer usage:
layer / share of wire / GRT usage / routed length [um] / up-vias
li1: - / - / - / 3917
met4: 0.025 / 0.04473 / 571 / 0
met2: 0.44 / 0.3046 / 9934 / 215
met3: 0.053 / 0.02831 / 1201 / 35
met1: 0.48 / 0.3122 / 10830 / 3684
met5: 0 / 0 / 0 / -
report_power, final:
group | internal, uW | leakage, uW | switching, uW
clock | 127 | 0.000150 | 110
sequential | 269 | 0.00132 | 19.7
combinational | 68.2 | 0.00279 | 62.0
total | 465 | 0.00427 | 191
Power figures rest on the tool's default switching activity, not on a simulated workload.
