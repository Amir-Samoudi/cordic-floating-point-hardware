==> flow/design.v <==
module adder #(
    parameter BIT_LENGTH = 32
) (
    input signed [BIT_LENGTH - 1 : 0] in1, in2,
    input mode,  
    output signed [BIT_LENGTH - 1 : 0] out
);
    assign out = (mode == 1) ? (in1 + in2) : (in1 - in2);
endmodule
module cordic_linear #(
    parameter FLOAT_SIZE = 24,
    parameter INT_SIZE = 8
) (
    input clk, rst,
    input start,
    input signed [INT_SIZE + FLOAT_SIZE - 1:0] x, y, z,
    input mode,
    output signed [INT_SIZE + FLOAT_SIZE - 1:0] x_out, y_out, z_out,
    output done
);
    wire loadX, loadY, loadZ, loadMode;
    wire sel_input, adder_mode;
    wire init_cnt, en_cnt;
    wire co, phi;
    cordic_linear_DP #(.FLOAT_SIZE(FLOAT_SIZE), .INT_SIZE(INT_SIZE)) DP (
        .clk(clk),
        .rst(rst),
        .x(x),
        .y(y),
        .z(z),
        .mode(mode),
        .loadX(loadX),
        .loadY(loadY),
        .loadZ(loadZ),
        .loadMode(loadMode),
        .sel_input(sel_input),
        .adder_mode(adder_mode),
        .init_cnt(init_cnt),
        .en_cnt(en_cnt),
        .x_out(x_out),
        .y_out(y_out),
        .z_out(z_out),
        .co(co),
        .phi(phi)
    );
    cordic_linear_CU CU (
        .clk(clk),
        .rst(rst),
        .start(start),
        .co(co),
        .phi(phi),
        .loadX(loadX),
        .loadY(loadY),
        .loadZ(loadZ),
        .loadMode(loadMode),
        .sel_input(sel_input),
        .adder_mode(adder_mode),
        .init_cnt(init_cnt),
        .en_cnt(en_cnt),
        .done(done)
    );
endmodule
module cordic_linear_CU (
    input clk, rst,
    input start,
    input co, phi,
    output reg loadX, loadY, loadZ,loadMode,
    output reg sel_input, adder_mode,
    output reg init_cnt, en_cnt,
    output reg done
);
    parameter [1:0] IDLE = 0, INIT = 1, CALC = 2, DONE = 3;
    reg [1:0] ps, ns;
    always @(ps, start, co) begin
        case (ps)
            IDLE: ns = (start == 1) ? INIT : IDLE;
            INIT: ns = (start == 1 ) ? INIT : CALC;
            CALC: ns = (co == 1) ? DONE : CALC;
            DONE: ns = IDLE;
            default: ns = IDLE;
        endcase
    end
    always @(ps, phi) begin
        loadX = 0;
        loadY = 0;
        loadZ = 0;
        loadMode = 0;
        sel_input = 0;
        adder_mode = 0;
        init_cnt = 0;
        en_cnt = 0;
        done = 0;
        case (ps)
            IDLE: ;
            INIT: begin
                init_cnt = 1;
                loadX = 1;
                loadY = 1;
                loadZ = 1;
                loadMode = 1;
                sel_input = 1;
            end
            CALC: begin
                adder_mode = phi;
                en_cnt = 1;
                sel_input = 0;
                loadY = 1;
                loadZ = 1;
            end 
            DONE: done = 1;
            default: ;
        endcase
    end
    always @(posedge clk or posedge rst) begin
        if (rst == 1)
            ps <= IDLE;
        else 
            ps <= ns;
    end
endmodule
module cordic_linear_DP #(
    parameter FLOAT_SIZE = 24,
    parameter INT_SIZE = 8
) (
    input clk, rst,
    input signed [INT_SIZE + FLOAT_SIZE - 1:0] x, y, z,
    input mode,
    input loadX, loadY, loadZ,loadMode,
    input sel_input, adder_mode,
    input init_cnt, en_cnt,
    output signed [INT_SIZE + FLOAT_SIZE - 1:0] x_out, y_out, z_out,
    output co, phi
);
    wire signed [INT_SIZE + FLOAT_SIZE - 1:0] y_in, z_in;
    wire signed [INT_SIZE + FLOAT_SIZE - 1:0] out_adder_y, out_adder_z;
    assign y_in = (sel_input == 1) ? y : out_adder_y; 
    assign z_in = (sel_input == 1) ? z : out_adder_z; 
    register_param #(.BIT_LENGTH(INT_SIZE + FLOAT_SIZE)) X_Reg(
        .clk(clk),
        .rst(rst),
        .load(loadX),
        .parIn(x),
        .parOut(x_out)
    );
    register_param #(.BIT_LENGTH(INT_SIZE + FLOAT_SIZE)) Y_Reg(
        .clk(clk),
        .rst(rst),
        .load(loadY),
        .parIn(y_in),
        .parOut(y_out)
    );
    register_param #(.BIT_LENGTH(INT_SIZE + FLOAT_SIZE)) Z_Reg(
        .clk(clk),
        .rst(rst),
        .load(loadZ),
        .parIn(z_in),
        .parOut(z_out)
    );
    wire mode_val;
    register_param #(.BIT_LENGTH(1)) M_Reg(
        .clk(clk),
        .rst(rst),
        .load(loadMode),
        .parIn(mode),
        .parOut(mode_val)
    );
    wire [$clog2(FLOAT_SIZE) : 0] iter;
    upCounterRE #(.BIT_LENGTH($clog2(FLOAT_SIZE) + 1)) Iter_Count(
        .clk(clk),
        .rst(rst),
        .init_cnt(init_cnt),
        .en_cnt(en_cnt),
        .count(iter)
    );
    assign co = (iter == (FLOAT_SIZE)) ? 1'b1 : 1'b0;
    wire signed [INT_SIZE + FLOAT_SIZE - 1:0] x_shift, one, one_shift;
    assign x_shift = x >>> iter;
    assign one = { {(INT_SIZE-1){1'b0}}, 1'b1, {(FLOAT_SIZE){1'b0}} }; 
    assign one_shift = one >>> iter;
    adder #(.BIT_LENGTH(INT_SIZE + FLOAT_SIZE)) Y_Adder(
        .in1(y_out),
        .in2(x_shift),
        .mode(adder_mode),
        .out(out_adder_y)
    );
    adder #(.BIT_LENGTH(INT_SIZE + FLOAT_SIZE)) Z_Adder(
        .in1(z_out),
        .in2(one_shift),
        .mode(~adder_mode),
        .out(out_adder_z)
    );
    wire phi_rotate, phi_vector; 
    assign phi_rotate = (z_out[INT_SIZE + FLOAT_SIZE - 1] == 1) ? 1'b0 : 1'b1;
    assign phi_vector = (y_out[INT_SIZE + FLOAT_SIZE - 1] == 1) ? 1'b1 : 1'b0;
    assign phi = (mode_val == 1) ? phi_vector : phi_rotate;
endmodule
module reciprocal #(
    parameter FLOAT_SIZE = 24,
    parameter INT_SIZE = 8
) (
    input clk, rst,
    input start,
    input signed [INT_SIZE + FLOAT_SIZE - 1:0] x,
    output signed [INT_SIZE + FLOAT_SIZE - 1:0] out,
    output done
);
    wire loadX, start_cordic;
    reciprocal_DP #(.FLOAT_SIZE(FLOAT_SIZE), .INT_SIZE(INT_SIZE)) DP(
        .clk(clk),
        .rst(rst),
        .x(x),
        .loadX(loadX),
        .start_cordic(start_cordic),
        .out(out),
        .done_cordic(done)
    );
    reciprocal_CU CU(
        .clk(clk),
        .rst(rst),
        .start(start),
        .done_cordic(done),
        .loadX(loadX),
        .start_cordic(start_cordic)
    );
endmodule
module reciprocal_CU (
    input clk, rst,
    input start,
    input done_cordic,
    output reg loadX, start_cordic
);
    parameter [1:0] IDLE = 0, INIT = 1, START = 2, WAIT = 3;
    reg [1:0] ps, ns;
    always @(ps, start, done_cordic) begin
        case (ps)
            IDLE: ns = (start == 1) ? INIT : IDLE;
            INIT: ns = (start == 1 ) ? INIT : START;
            START: ns = WAIT;
            WAIT: ns = (done_cordic == 1) ? IDLE : WAIT;
            default: ns = IDLE;
        endcase
    end
    always @(ps) begin
        loadX = 0;
        start_cordic = 0;
        case (ps)
            IDLE: ;
            INIT: loadX = 1;
            START: start_cordic = 1;
            WAIT:;
            default: ;
        endcase
    end
    always @(posedge clk or posedge rst) begin
        if (rst == 1)
            ps <= IDLE;
        else 
            ps <= ns;
    end
endmodule
module reciprocal_DP #(
    parameter FLOAT_SIZE = 24,
    parameter INT_SIZE = 8
) (
    input clk, rst,
    input signed [INT_SIZE + FLOAT_SIZE - 1:0] x,
    input loadX, start_cordic,
    output signed [INT_SIZE + FLOAT_SIZE - 1:0] out,
    output done_cordic
);
    wire signed [INT_SIZE + FLOAT_SIZE - 1:0] x_val;
    register_param #(.BIT_LENGTH(INT_SIZE + FLOAT_SIZE)) X_Reg(
        .clk(clk),
        .rst(rst),
        .load(loadX),
        .parIn(x),
        .parOut(x_val)
    );
    wire signed [INT_SIZE + FLOAT_SIZE - 1:0] z, y;
    assign y = { {(INT_SIZE-1){1'b0}}, 1'b1, {(FLOAT_SIZE){1'b0}} };  
    assign z = {(INT_SIZE + FLOAT_SIZE){1'b0}};  
    wire mode;
    assign mode = 1'b1;  
    wire signed [INT_SIZE + FLOAT_SIZE - 1:0] x_out, y_out, z_out;
    cordic_linear #(.FLOAT_SIZE(FLOAT_SIZE), .INT_SIZE(INT_SIZE)) Cordic_core(
        .clk(clk),
        .rst(rst),
        .start(start_cordic),
        .x(x_val),
        .y(y),
        .z(z),
        .mode(mode),
        .x_out(x_out),
        .y_out(y_out),
        .z_out(z_out),
        .done(done_cordic)
    );
    assign out = z_out;
endmodule
module register_param #(
    parameter BIT_LENGTH = 2048
) (
    input clk, rst,
    input load,
    input [BIT_LENGTH - 1 : 0] parIn,
    output reg [BIT_LENGTH - 1 : 0] parOut
);
    always@(posedge clk, posedge rst) begin
        if (rst == 1)
            parOut <= 0;
        else begin
            if (load == 1)
                parOut <= parIn;
        end
    end
endmodule
module upCounterRE #(
    parameter BIT_LENGTH = 16
) (
    input clk, rst,
    input init_cnt, en_cnt,
    output reg [BIT_LENGTH - 1 : 0] count
);
    always @(posedge clk, posedge rst) begin
        if (rst == 1)
            count <= 0;
        else begin
            if (init_cnt == 1)
                count <= 0;
            else if (en_cnt == 1)
                count <= count + 1;
        end
    end
endmodule
==> flow/run.sh <==
#!/bin/bash
# OpenROAD 26Q1-2900-gdf79404cd8, Yosys 0.63+post, stock flow scripts
make -C /OpenROAD-flow-scripts/flow DESIGN_CONFIG=/design/flow/config.mk WORK_HOME=/design/flow/orfs finish
==> flow/config.mk <==
export PLATFORM = sky130hd
export DESIGN_NAME = reciprocal
export DESIGN_NICKNAME = reciprocal
export VERILOG_FILES = /design/flow/design.v
export SDC_FILE = /design/flow/constraint.sdc
export NUM_CORES = 4
export LEC_CHECK = 1
export CORE_UTILIZATION = 30
==> flow/constraint.sdc <==
current_design reciprocal

set clk_period 20.2
set clk_io_pct 0.2

create_clock -name clk0 -period $clk_period [get_ports {clk}]

set non_clock_inputs [all_inputs -no_clocks]
set_input_delay [expr $clk_period * $clk_io_pct] -clock clk0 $non_clock_inputs
set_output_delay [expr $clk_period * $clk_io_pct] -clock clk0 [all_outputs]
==> impl_metrics.json <==
{
  "cts_setup_buffers": 0,
  "p_sw_share_pct": 35.05,
  "area_leaders": "dfrtp_1 (24%), ha_1 (8.5%), mux4_2 (6.1%)",
  "synthArstFlopShare_pct": 100.0,
  "timing.slew.headroom_pct": 46.34,
  "rsz0062_at_grt": "no",
  "rr_worst_depth": 23,
  "r2r-start": "DP.Cordic_core.DP.Iter_Count.count[0]",
  "setup_viol_count_final": 0,
  "netlist_area_um2": 11140,
  "fp-utilization_pct": 30.42,
  "cts_tree": "done",
  "yosys.cell_count.top_type": "nand2_1",
  "yosysTopAreaCell": "dfrtp_1",
  "ys.flops": 111,
  "synthTopCellsByCount": "nand2_1 (172), o21ai_0 (116), dfrtp_1 (109)",
  "startpoint": "DP.Cordic_core.DP.Iter_Count.count[0]",
  "arrival_ns": 6.86,
  "cp_data_required_time_ns": 20.50,
  "max_freq_mhz": 152.5,
  "yosysChipArea_um2": 11140,
  "outcome": "finished, final reports clean",
  "ff_type": "dfrtp_1",
  "power_density_nw_per_um2": 51.36,
  "p_leak_uw": 0.005140,
  "finalHoldViolCount": 0,
  "grt_pass1_vias": 9415,
  "drt-total-wl_um": 32430,
  "die_width_um": 194.7,
  "cts_buffers": 9,
  "clk_pin_slew_ns": 0.08,
  "ant_nets": 0,
  "place_inst": 1798,
  "critPathKind": "reg2reg",
  "cts_root_buffer": "clkbuf_16",
  "drv_slew": 0,
  "ctsResizeCount": 0,
  "synth.distinct_cells": 83,
  "portBuffers": 67,
  "grt_pass1_wl_um": 52760,
  "ys_cells": 1318,
  "power_frac_seq_pct": 40.0,
  "crit_end": "DP.Cordic_core.DP.Z_Reg.parOut[29]",
  "antennaDiodeCount": 0,
  "dp_slack_ns": 13.74,
  "top_cell_area_share_pct": 24.49,
  "crit_fanout": 38,
  "clockBufferDepth": 2,
  "synthToLayoutAreaGrowth_pct": 12.16,
  "vias_per_cell": 5.475,
  "pwr-share-clk_pct": 27.5,
  "hpwl_um": 24670,
  "cts_htree_levels": 3,
  "insertion_delay_ns": 0.37,
  "syn_avg_cell_area_um2": 8.450,
  "ys_seq_share_pct": 24.96,
  "firstDrtPassIters": 5,
  "finalCriticalPeriod_ns": 6.557,
  "rows": 70,
  "track_usage_pct": 17.76,
  "hold_class": "reg2reg",
  "finalCritPeriodShare_pct": 32.46,
  "drive_above_1_share_pct": 10.85,
  "core-area_um2": 36610,
  "p_switching_uw": 224.9,
  "die_y_um": 194.7,
  "cts_hold_buf": 0,
  "syn_inst": 1318,
  "regToRegSetupSlack_ns": 13.64,
  "endpoint_kind": "flop",
  "startpoint_type": "flop",
  "grt_max_degree": 68,
  "comb_power_share_pct": 32.4,
  "edf_count": 0,
  "drv_cap": 0,
  "fin_ws_ns": 13.64,
  "num_vias": 9932,
  "warning_count": 35,
  "grt-ovfl-total": 0,
  "ir_drop_uv": 31.16,
  "chip_area_um2": 37900,
  "finalNonFillerCells": 1814,
  "tns_ns": 0,
  "io_pins": 68,
  "tightest_slew_ns": 0.8000,
  "first_iter_violations": 581,
  "grt_antenna_before_repair": 0,
  "clock-sinks": 111,
  "drc_errors": 0,
  "r2r-end": "DP.Cordic_core.DP.Z_Reg.parOut[29]",
  "wl_per_cell_um": 17.88,
  "place_congestion": 0.9774,
  "p_total_uw": 641.6,
  "clock_skew_ns": 0.01133,
  "yosys_warnings": 5,
  "p_int_uw": 416.7
}
-- worst min path at each step --
stage	slack, ns	from	cells past startpoint	end
CTS	0.49	DP.Cordic_core.DP.M_Reg.parOut	1	DP.Cordic_core.DP.M_Reg.parOut
global route	0.50	CU.ps[1]	1	CU.ps[3]
finish	0.48	DP.Cordic_core.DP.M_Reg.parOut	1	DP.Cordic_core.DP.M_Reg.parOut
-- cell usage in the layout (no fill, tap or decap), types with 21 or more instances in the layout --
| cell | synthesis | routed |
|---|---|---|
| xor2_1 | 35 | 35 |
| nand3_1 | 25 | 25 |
| o31ai_1 | 22 | 22 |
| clkdlybuf4s50_1 | 0 | 67 |
| a21oi_1 | 100 | 100 |
| mux2i_1 | 42 | 42 |
| o21ai_0 | 116 | 116 |
| mux4_2 | 30 | 30 |
| nor2_1 | 86 | 86 |
| nand2_1 | 172 | 172 |
| dfrtp_1 | 109 | 107 |
| a21o_1 | 35 | 35 |
| xnor2_1 | 49 | 49 |
| inv_1 | 31 | 30 |
| ha_1 | 76 | 76 |
| nand2b_1 | 21 | 21 |
| mux2_2 | 45 | 45 |
-- per-layer routing --
layer  share of wire [%]  up-vias  wire [µm]  track usage (%)
met4                 3.0        0        974            4.468
met3                 4.4       50       1433            2.600
li1                    -     4904          -                -
met5                   0        -          0                0
met2                  43      218      14100            26.27
met1                  49     4760      15920            27.54
-- per-stage QoR --
step	cell area (µm²)	utilization [%]	hold WS, ns
detailed placement	12220	33.37	0.4670
finish	12490	34.12	0.4835
CTS	12490	34.12	0.4874
global placement	12220	33.37	0.4539
floorplan	11140	-	0.4287
global route	12490	34.12	0.5038
-- sequential cells by signal, summed over array words and instances, names as in the netlist --
name / flops
DP.Cordic_core.DP.Iter_Count.count: 6
DP.Cordic_core.DP.Z_Reg.parOut: 32
DP.X_Reg.parOut: 32
DP.Cordic_core.CU.ps: 4
DP.Cordic_core.DP.Y_Reg.parOut: 32
CU.ps: 4
DP.Cordic_core.DP.M_Reg.parOut: 1
-- kinds of logic after synthesis --
kind of cell	share of synthesized area, %
AOI/OAI and AO/OA	23.42
and+or+nand+nor	17.13
muxes	14.82
DFF	24.96
buffers and inverters	4.157
xor gates and xnor gates	6.606
adders and majority gates	8.898
-- critical path, stage by stage, from the launching register on --
cell       delay, ns
dfrtp_1         0.33
buf_4           0.42
clkinv_1        0.65
ha_1            0.58
or3_1           0.43
a21oi_1         0.39
nand2_1         0.12
o21ai_0         0.19
nand3_1         0.15
nor2_1          0.25
a21oi_1         0.10
o22ai_1         0.14
a22oi_1         0.12
ha_1            0.37
and3_1          0.21
nand2_1         0.07
nor3_1          0.06
and3_1          0.21
a2111oi_0       0.64
o21ai_0         0.19
a21oi_1         0.36
o221ai_1        0.19
xnor2_1         0.15
o21ai_0         0.14
-- power by group through the flow --
stage / Clock [µW] / Combinational (µW) / Sequential [µW]
final: 176 / 208 / 257
after CTS: 184 / 208 / 257
after global routing: 191 / 230 / 260
-- cell type report --
cell class / instances / area, µm²
Fill cell: 3748 / 24120
Multi-Input combinational cell: 1099 / 7904
Sequential cell: 111 / 2783
Timing Repair Buffer: 86 / 813.3
Tap cell: 468 / 585.6
Clock buffer: 10 / 229.0
Inverter: 34 / 130.1
Clock inverter: 6 / 46.29
No activity file was given, so power comes from the tool's default toggle rates.
