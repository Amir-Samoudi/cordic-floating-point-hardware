==> design.v <==
module adder #(
    parameter BIT_LENGTH = 32
) (
    input signed [BIT_LENGTH - 1 : 0] in1, in2,
    input mode,  
    output signed [BIT_LENGTH - 1 : 0] out
);
    assign out = (mode == 1) ? (in1 + in2) : (in1 - in2);
endmodule
module register_param #(
    parameter BIT_LENGTH = 2048
) (
    input clk, rst,
    input load,
    input [BIT_LENGTH - 1 : 0] parIn,
    output reg [BIT_LENGTH - 1 : 0] parOut
);
    always@(posedge clk, posedge rst) begin
        if (rst == 1)
            parOut <= 0;
        else begin
            if (load == 1)
                parOut <= parIn;
        end
    end
endmodule
module square_root_float #(
    parameter NUM_ITER = 16
) (
    input clk, rst,
    input start,
    input [31:0] u,
    output [31:0] out,
    output done, neg_flag
);
    wire loadS, loadE, loadM;
    wire loadE_out;
    wire [1:0] src_x;
    wire src_y;
    wire loadX, loadY;
    wire init_cnt, en_cnt;
    wire co, repeat_iter, neg, zero_flag, one_flag;
    square_root_cordic_DP #(.NUM_ITER(NUM_ITER) ) DP (
        .clk(clk),
        .rst(rst),
        .u(u),
        .loadS(loadS),
        .loadE(loadE),
        .loadM(loadM),
        .loadE_out(loadE_out),
        .src_x(src_x),
        .src_y(src_y),
        .loadX(loadX),
        .loadY(loadY),
        .init_cnt(init_cnt),
        .en_cnt(en_cnt),
        .out(out),
        .co(co),
        .repeat_iter(repeat_iter),
        .neg(neg),
        .zero_flag(zero_flag),
        .one_flag(one_flag)
    );
    square_root_cordic_CU CU (
        .clk(clk),
        .rst(rst),
        .start(start),
        .co(co),
        .repeat_iter(repeat_iter),
        .neg(neg),
        .zero_flag(zero_flag),
        .one_flag(one_flag),
        .loadS(loadS),
        .loadE(loadE),
        .loadM(loadM),
        .loadE_out(loadE_out),
        .src_x(src_x),
        .src_y(src_y),
        .loadX(loadX),
        .loadY(loadY),
        .init_cnt(init_cnt),
        .en_cnt(en_cnt),
        .done(done),
        .neg_flag(neg_flag)
    );
endmodule
module square_root_cordic_CU (
    input clk, rst,
    input start,
    input co, repeat_iter, neg, zero_flag, one_flag,
    output reg loadS, loadE, loadM,
    output reg loadE_out,
    output reg [1:0] src_x,
    output reg src_y,
    output reg loadX, loadY,
    output reg init_cnt, en_cnt,
    output reg done, neg_flag
);
    parameter [3:0] IDLE = 0, INIT = 1, EXP = 2, NEG = 3, CALC = 4, REPEAT = 5, SCALE = 6, DONE = 7, ONE = 8;
    reg [3:0] ps, ns;
    always @(ps, start, neg, repeat_iter, co, zero_flag, one_flag) begin
        case (ps)
            IDLE: ns = (start == 1) ? INIT : IDLE;
            INIT: ns = (start == 1) ? INIT : EXP;
            EXP: ns = (neg == 1) ? NEG :
                      (zero_flag == 1) ? DONE : 
                      (one_flag == 1) ? ONE : CALC;
            NEG: ns = IDLE;
            ONE: ns = DONE;
            CALC: ns = (co == 1) ? SCALE :(repeat_iter == 1 ? REPEAT : CALC);
            REPEAT: ns = CALC;
            SCALE: ns = DONE;
            DONE: ns = IDLE; 
            default: ns = IDLE;
        endcase
    end
    always @(ps, repeat_iter) begin
        loadS = 0;
        loadE = 0;
        loadM = 0;
        loadE_out = 0;
        src_x = 0;
        src_y = 0;
        loadX = 0;
        loadY = 0;
        init_cnt = 0;
        en_cnt = 0;
        done = 0;
        neg_flag = 0;
        case (ps)
            IDLE: ;
            INIT: begin
                loadS = 1;
                loadE = 1;
                loadM = 1;
            end
            EXP: begin
                src_x = 2'b00;
                src_y = 0;
                loadX = 1;
                loadY = 1;
                init_cnt = 1;
            end 
            NEG: begin
                done = 1;
                neg_flag = 1;
            end
            CALC: begin
                en_cnt = ~repeat_iter;
                src_x = 2'b01;
                src_y = 1;
                loadX = 1;
                loadY = 1;
            end
            REPEAT: begin
                en_cnt = 1;
                src_x = 2'b01;
                src_y = 1;
                loadX = 1;
                loadY = 1;
            end
            SCALE: begin
                src_x = 2'b10;
                loadX = 1;
                loadE_out = 1;
            end
            ONE: begin
                loadE_out = 1;
            end
            DONE: done = 1;
            default: ;
        endcase
    end
    always @(posedge clk or posedge rst) begin
        if (rst == 1)
            ps <= IDLE;
        else 
            ps <= ns;
    end
endmodule
module square_root_cordic_DP #(
    parameter NUM_ITER = 16
) (
    input clk, rst,
    input [31:0] u,
    input loadS, loadE, loadM,
    input loadE_out,
    input [1:0] src_x,
    input src_y,
    input loadX, loadY,
    input init_cnt, en_cnt,
    output [31:0] out,
    output co, repeat_iter, neg, zero_flag, one_flag
);
    wire [7:0] E_val, E_in;
    wire [8:0] shift_E;
    wire [8:0] out_sub_E;
    assign E_in = u[30:23];
    register_param #(.BIT_LENGTH(8)) E_Reg(
        .clk(clk),
        .rst(rst),
        .load(loadE),
        .parIn(E_in),
        .parOut(E_val)
    );
    wire [7:0] E_out;
    register_param #(.BIT_LENGTH(8)) E_out_Reg(
        .clk(clk),
        .rst(rst),
        .load(loadE_out),
        .parIn(shift_E[7:0]),
        .parOut(E_out)
    );
    assign out_sub_E = $unsigned(9'd127) + $unsigned(E_val);
    assign shift_E = out_sub_E >> 1;
    wire [22:0] M_val, M_in;
    assign M_in = u[22:0];
    register_param #(.BIT_LENGTH(23)) M_Reg(
        .clk(clk),
        .rst(rst),
        .load(loadM),
        .parIn(M_in),
        .parOut(M_val)
    );
    wire S_val, S_in;
    assign S_in = u[31];
    register_param #(.BIT_LENGTH(1)) S_Reg(
        .clk(clk),
        .rst(rst),
        .load(loadS),
        .parIn(S_in),
        .parOut(S_val)
    );
    assign neg = (S_val == 1'b1) ? 1'b1 : 1'b0;
    wire signed [26:0] x_y_in, x_0, y_0;
    assign x_y_in = (E_val[0] == 1) ? {4'b0001, M_val} : {3'b001, M_val, 1'b0};
    assign x_0 = x_y_in + {5'b0, 1'b1, 21'b0};  
    assign y_0 = x_y_in - {5'b0, 1'b1, 21'b0};  
    assign one_flag = (x_y_in == {4'b0001, 23'b0}) ? 1'b1 : 1'b0;
    wire signed [26:0] x_in, y_in, x_val, y_val;
    register_param #(.BIT_LENGTH(27)) X_Reg(
        .clk(clk),
        .rst(rst),
        .load(loadX),
        .parIn(x_in),
        .parOut(x_val)
    );
    register_param #(.BIT_LENGTH(27)) Y_Reg(
        .clk(clk),
        .rst(rst),
        .load(loadY),
        .parIn(y_in),
        .parOut(y_val)
    );
    wire phi_vector; 
    assign phi_vector = (y_val[26] == 1) ? 1'b1 : 1'b0;
    wire signed [26:0] x_shift, y_shift, out_adder_x, out_adder_y;
    adder #(.BIT_LENGTH(27)) X_Adder(
        .in1(x_val),
        .in2(y_shift),
        .mode(phi_vector),
        .out(out_adder_x)
    );
    adder #(.BIT_LENGTH(27)) Y_Adder(
        .in1(y_val),
        .in2(x_shift),
        .mode(phi_vector),
        .out(out_adder_y)
    );
    reg [$clog2(NUM_ITER) : 0] iter;
    always @(posedge clk, posedge rst) begin
        if (rst == 1)
            iter <= 0;
        else begin
            if (init_cnt == 1)
                iter <= 1;
            else if (en_cnt == 1)
                iter <= iter + 1;
        end
    end
    assign co = (iter == NUM_ITER) ? 1'b1 : 1'b0;
    assign repeat_iter = (iter == 4 || iter == 13) ? 1'b1 : 1'b0;
    assign x_shift = x_val >>> iter;
    assign y_shift = y_val >>> iter;
    wire signed [26:0] x_scaled;
    wire signed [53:0] product;
    assign product = x_val * {27'b0001_0011_0101_0001_1110_1000_100};
    assign x_scaled = product[49:23];
    assign x_in = (src_x == 2'b00) ? x_0 :
                  (src_x == 2'b01) ? out_adder_x :
                  (src_x == 2'b10) ? x_scaled :
                  27'b0;
    assign y_in = (src_y == 1'b0) ? y_0 : out_adder_y;
    assign zero_flag = ({S_val, E_val, M_val} == 0) ? 1 : 0;
    assign out[31] = S_val;
    assign out[30:23] = (zero_flag == 1) ? E_val : E_out;
    assign out[22:0] = (zero_flag == 1 || one_flag == 1) ? M_val : x_val[22:0];
endmodule
==> run.sh <==
#!/bin/bash
# OpenROAD 26Q1-2900-gdf79404cd8, Yosys 0.63+post, stock flow scripts
make -C /OpenROAD-flow-scripts/flow DESIGN_CONFIG=/design/flow/config.mk WORK_HOME=/design/flow/orfs finish
==> config.mk <==
export PLATFORM = sky130hd
export DESIGN_NAME = square_root_float
export DESIGN_NICKNAME = square_root_float
export VERILOG_FILES = /design/flow/design.v
export SDC_FILE = /design/flow/constraint.sdc
export NUM_CORES = 4
export LEC_CHECK = 1
export CORE_UTILIZATION = 30
==> constraint.sdc <==
current_design square_root_float

set clk_period 22.8
set clk_io_pct 0.2

create_clock -name clk0 -period $clk_period [get_ports {clk}]

set non_clock_inputs [all_inputs -no_clocks]
set_input_delay [expr $clk_period * $clk_io_pct] -clock clk0 $non_clock_inputs
set_output_delay [expr $clk_period * $clk_io_pct] -clock clk0 [all_outputs]
==> impl_metrics.json <==
{
  "htree_levels": 3,
  "placedCellCount": 3325,
  "grt_max_degree": 56,
  "grt_pass1_wl_um": 105000,
  "log.warning_count": 30,
  "cts.repair.resized": 0,
  "fin_tns_setup_ps": 0,
  "route.detailed.drc": 0,
  "rrSetupSlack_ps": 15780,
  "layout_top_cell": "inv_1",
  "edf_count": 0,
  "synth_cells": 2355,
  "fillCellCount": 7277,
  "dieArea_sq_mm": 0.0743,
  "setup_violations": 0,
  "overflow": 0,
  "maxSlewViolCount": 0,
  "place.gp.congestion": 1.00,
  "whs_path_depth": 2,
  "mostFrequentLayoutCells": "inv_1 (313), ha_1 (302), fa_1 (209)",
  "fin_crit_sh_pct": 35.6,
  "ys_warn_count": 6,
  "worstHoldPathType": "reg -> reg",
  "flop_cell": "dfrtp_1",
  "status": "finished clean",
  "cts_buffers": 9,
  "synth_chip_area_sq_mm": 0.0220,
  "min_to": "DP.E_out_Reg.parOut[4]$_DFFE_PP0P_",
  "crit-reg2reg-launch": "DP.X_Reg.parOut[15]$_DFFE_PP0P_",
  "clock-sinks": 108,
  "grt_setup_unrepaired": "false",
  "synth_flops": 108,
  "async_flop_share_pct": 100,
  "period_minus_slack_ps": 8130,
  "seqCellArea_sq_mm": 0.00271,
  "postSynthAreaPerCell_sq_um": 9.32,
  "drive_above_1_share_pct": 9.74,
  "cts-hold-fix-buffers": 0,
  "ioPinCount": 69,
  "initial_core_util_pct": 30.5,
  "final_hold_viol_count": 0,
  "yosys_cells": 2355,
  "firstDrtPassIters": 6,
  "cts_tree": "built",
  "coreArea_sq_mm": 0.0720,
  "logic_area_sq_mm": 0.0176,
  "wire_per_inst_um": 19.8,
  "whs_ps": 483,
  "worstSkewPairLatency_ps": 390,
  "root_buffer": "clkbuf_16",
  "cts_buffer_depth": 2,
  "postCtsSetupBuffers": 0,
  "worstPathRequired_ps": 18240,
  "first_global_vias": 18000,
  "die_h_um": 273,
  "path_clk_slew_ps": 80,
  "r2r_end": "DP.X_Reg.parOut[22]$_DFFE_PP0P_",
  "fmax_ghz": 0.123,
  "drtIter0Drc": 1201,
  "synth_area_sq_mm": 0.0220,
  "max_slew_margin_pct": 46.4,
  "post-route-util_pct": 33.4,
  "tightest_slew_ps": 803,
  "track_usage_pct": 19.0,
  "layout.cells.non_filler": 3341,
  "port_buffers": 68,
  "crit_path_max_fanout": 16,
  "r2r_cells": 20,
  "worstSetupPathType": "reg -> out",
  "ant_nets": 0,
  "min_from": "DP.E_out_Reg.parOut[4]$_DFFE_PP0P_",
  "antennaDiodeCount": 0,
  "rows": 98,
  "routed_wl_um": 66000,
  "viasPerCell": 5.25,
  "syn_to_final_growth_pct": 9.65,
  "dr_total_vias": 17500,
  "cp-end-kind": "primary output",
  "maxCapViolations": 0,
  "antenna_found_initial": 0,
  "worstPathArrival_ps": 3570,
  "synth_seq_share_pct": 12.3,
  "die_w_um": 273,
  "fin_skew_ps": 10.7,
  "synthDistinctLibCells": 86,
  "startpoint_type": "flop",
  "place_hpwl_um": 53300
}
-- final cells by class --
type                            count  share of cell area, %
Clock inverter                      7                  0.333
Clock buffer                        9                  0.936
Tap cell                          950                   4.94
Multi-Input combinational cell   1828                   73.1
Sequential cell                   108                   11.3
Inverter                          317                   4.95
Timing Repair Buffer              122                   4.51
-- sequential cells by signal, indices dropped and copies added (netlist names) --
signal / count
DP.X_Reg.parOut: 27
DP.Y_Reg.parOut: 27
DP.M_Reg.parOut: 23
CU.ps: 9
DP.E_Reg.parOut: 8
DP.E_out_Reg.parOut: 8
DP.iter: 5
DP.S_Reg.parOut: 1
-- routing by layer --
layer	global-route usage (%)	wire length [um]	part of all wire, %
met1	26.6	28400	43
met2	29.0	29800	45
met3	6.00	5730	8.7
met4	4.46	1990	3.0
met5	1.28	135	0.20
-- cell usage after synthesis (all sizes together), types with 7 or more instances --
| library cell | n | area share (%) |
|---|---|---|
| inv | 315 | 5.4 |
| ha | 302 | 17 |
| fa | 209 | 19 |
| a21oi | 154 | 3.5 |
| nand2 | 129 | 2.2 |
| nor2 | 115 | 2.0 |
| dfrtp | 107 | 12 |
| o21ai | 105 | 2.4 |
| xnor2 | 78 | 3.1 |
| mux2i | 66 | 3.0 |
| mux2 | 61 | 3.1 |
| mux4 | 59 | 6.1 |
| clkbuf | 58 | 0.99 |
| buf | 44 | 1.2 |
| xor2 | 43 | 1.7 |
| o211ai | 41 | 1.4 |
| a21o | 40 | 1.4 |
| a31oi | 31 | 0.88 |
| nor2b | 30 | 0.85 |
| nand3 | 28 | 0.70 |
| and2 | 27 | 0.77 |
| o21a | 26 | 0.89 |
| nor3 | 22 | 0.50 |
| o22ai | 22 | 0.63 |
| nand4 | 19 | 0.61 |
| and3 | 17 | 0.48 |
| nor4 | 15 | 0.46 |
| o31ai | 15 | 0.51 |
| or2 | 13 | 0.37 |
| or3 | 13 | 0.37 |
| a211oi | 11 | 0.40 |
| a221oi | 11 | 0.44 |
| nand2b | 10 | 0.28 |
| a31o | 9 | 0.36 |
| o21bai | 8 | 0.27 |
| a211o | 7 | 0.28 |
-- worst max-delay path by stage --
stage	startpoint	end	slack (ps)	depth (start not counted)
CTS	DP.E_Reg.parOut[2]$_DFFE_PP0P_	out[13]	14610	10
finish	DP.E_Reg.parOut[2]$_DFFE_PP0P_	out[13]	14670	10
global route	DP.E_Reg.parOut[2]$_DFFE_PP0P_	out[9]	14390	10
-- through the flow --
step	worst slack, ps	instance area, sq um
2_1_floorplan	15400	22000
3_3_place_gp	15080	23800
3_5_place_dp	15050	23800
4_1_cts	14610	24100
5_1_grt	14390	24100
6_report	14670	24100
-- cells by family after synthesis --
| family | synth area share, % |
|---|---|
| AOI/OAI and AO/OA | 16.1 |
| xor gates and xnor gates | 4.83 |
| adders and majority gates | 36.3 |
| buffers and inverters | 7.63 |
| DFF | 12.3 |
| muxes | 12.2 |
| and+or+nand+nor | 10.7 |
-- worst max-delay path: stages (launching register included) --
cell and delay (ps):
dfrtp_1 420, or4_1 570, nor4_1 350, nand2_1 90, nor3_1 140, buf_4 190
a21oi_1 50, buf_4 220, inv_1 600, nor2_1 80, clkdlybuf4s50_1 440
